## flow/constraint.sdc

```tcl
current_design slave_port

set clk_period 3.9
set clk_io_pct 0.2

create_clock -name clk0 -period $clk_period [get_ports {clk}]

set non_clock_inputs [all_inputs -no_clocks]
set_input_delay [expr $clk_period * $clk_io_pct] -clock clk0 $non_clock_inputs
set_output_delay [expr $clk_period * $clk_io_pct] -clock clk0 [all_outputs]
```

## flow/run.sh

```bash
#!/bin/bash
# OpenROAD 26Q1-2900-gdf79404cd8, Yosys 0.63+post, stock flow scripts
make -C /OpenROAD-flow-scripts/flow DESIGN_CONFIG=/design/flow/config.mk WORK_HOME=/design/flow/orfs finish
```

## flow/design.v

```verilog
module slave_in_port (
	input clk, 
	input reset,
	input rx_data,
    input rx_addr,
    input master_ready,
	input master_valid,
    input [12:0] burst,
	input read_en,
	input write_en,
    output reg[7:0] data_out,
    output reg[11:0] addr_out,
    output  read_enable,
    output  write_enable,
    output reg[11:0] burst_counter,
    output rx_done,
    output slave_ready);
    reg [1:0] DATA_RECV_STATE=0;
    reg [2:0] ADDR_RECV_STATE=0;
    reg [2:0] DATA_STATE=0;
    reg [3:0] ADDR_DATA_STATE=0;
    reg [1:0] DATA_ADDR_WAIT_STATE=0;
    reg ADDR_READ_BURST_WAIT_STATE=0;
    wire hand_shake = master_valid & slave_ready;
    reg write_en_dram_reg=0;
    reg read_en_dram_reg=0;
    assign write_enable=write_en & write_en_dram_reg;
    assign read_enable=read_en & read_en_dram_reg;
    reg rx_done_reg;
    assign rx_done=rx_done_reg;
    reg slave_ready_reg;
    assign slave_ready=slave_ready_reg;
    reg addr_idle_reg=1;
    reg [3:0] delay_counter=0;
    parameter 
    DATA_IDLE = 0,
    DATA_RECEIVE = 1,
    DATA_ADDR_WAIT = 2,
    ADDR_IDLE=0,
    ADDR_RECEIVE=1,
    ADDR_BURST_CHECK=2,
    ADDR_WAIT_HANDSHAKE=3,
    ADDR_INC_BURST=4,
    ADDR_INTERRUPT=5,
    ADDR_READ_BURST_HANDSHAKE=6,
    ADDR_DATA0=0,
    ADDR_DATA1=1,
    ADDR_DATA2=2,
    ADDR_DATA3=3,
    ADDR_DATA4=4,
    ADDR_DATA5=5,
    ADDR_DATA6=6,
    ADDR_DATA7=7,
    ADDR_DATA8=8,
    ADDR_DATA9=9,
    ADDR_DATA10=10,
    ADDR_DATA11=11,
    DATA0=0,
    DATA1=1,
    DATA2=2,
    DATA3=3,
    DATA4=4,
    DATA5=5,
    DATA6=6,
    DATA7=7,
    DATA_ADDR_WAIT0=0,
    DATA_ADDR_WAIT1=1,
    DATA_ADDR_WAIT2=2,
    ADDR_READ_BURST_WAIT0=0,
    ADDR_READ_BURST_WAIT1=1;
    always @ (posedge clk or posedge reset) 
    begin
        if (reset)
        begin
                DATA_RECV_STATE<=DATA_IDLE;
                DATA_STATE<=DATA0;
                ADDR_RECV_STATE <= ADDR_IDLE;
                ADDR_DATA_STATE<=ADDR_DATA0;
                slave_ready_reg<=0;
                addr_idle_reg<=1;
                write_en_dram_reg<=0;
                read_en_dram_reg<=0;
                rx_done_reg <= 0;
        end
        else
        begin
                case(DATA_RECV_STATE)
                    DATA_IDLE:
                begin
                        if(hand_shake && write_en)
                        begin
                                DATA_RECV_STATE<=DATA_RECEIVE;
                        end
                    else
                        begin
                                write_en_dram_reg<=0;
                                read_en_dram_reg<=0;
                                DATA_RECV_STATE<=DATA_IDLE;
                            end
                        end
                    DATA_RECEIVE:
                            begin
                                case(DATA_STATE)
                                    DATA0:
                                        begin
                                        data_out[0]<=rx_data;
                                        DATA_STATE<=DATA1;
                                        end
                                    DATA1:
                                        begin
                                        data_out[1]<=rx_data;
                                        DATA_STATE<=DATA2;
                                        end
                                    DATA2:
                                        begin
                                        data_out[2]<=rx_data;
                                        DATA_STATE<=DATA3;
                                        end
                                    DATA3:
                                        begin
                                        data_out[3]<=rx_data;
                                        DATA_STATE<=DATA4;
                                        end
                                    DATA4:
                                        begin
                                        data_out[4]<=rx_data;
                                        DATA_STATE<=DATA5;
                                        end
                                    DATA5:
                                        begin
                                        data_out[5]<=rx_data;
                                        DATA_STATE<=DATA6;
                        end
                                    DATA6:
                                        begin
                                        data_out[6]<=rx_data;
                                        DATA_STATE<=DATA7;
                end
                                    DATA7:
                begin
                                            data_out[7]<=rx_data;
                                            DATA_STATE<=DATA0;
                                            if(burst[0]==0)
                    begin
                                                    DATA_STATE<=DATA0;
                                                    DATA_RECV_STATE<=DATA_IDLE;
                    end
                    else 
                    begin
                                                    if(burst_counter==0)
                                                        DATA_RECV_STATE<=DATA_ADDR_WAIT;
                                                    else
                                                        begin
                                                            DATA_RECV_STATE<=DATA_IDLE;
                                                        end
                                                end
                    end
                                endcase
                end
                    DATA_ADDR_WAIT:
                begin
                            case(DATA_ADDR_WAIT_STATE)
                                DATA_ADDR_WAIT0:
                                    DATA_ADDR_WAIT_STATE<=DATA_ADDR_WAIT1;
                                DATA_ADDR_WAIT1:
                                    DATA_ADDR_WAIT_STATE<=DATA_ADDR_WAIT2;
                                DATA_ADDR_WAIT2:
                    begin
                                        DATA_ADDR_WAIT_STATE<=DATA_ADDR_WAIT0;
                                        DATA_RECV_STATE<=DATA_IDLE;
                                        DATA_STATE<=DATA0;
                    end
                            endcase
                        end
                endcase
                case(ADDR_RECV_STATE)
                    ADDR_IDLE:
                        begin
                        if(hand_shake) 
                    begin
                                ADDR_RECV_STATE<=ADDR_RECEIVE;
                                rx_done_reg <= 0;
                                burst_counter<=12'd0;
                                addr_idle_reg<=0;
                    end
                    else 
                    begin
                                ADDR_RECV_STATE<=ADDR_IDLE;
                                burst_counter<=burst_counter;
                                addr_idle_reg<=1;
                    end
                end
                    ADDR_RECEIVE:
                        begin
                            case(ADDR_DATA_STATE)
                                ADDR_DATA0:
                begin
                                    addr_out[0]<=rx_addr;
                                    ADDR_DATA_STATE<=ADDR_DATA1;
                                    end
                                ADDR_DATA1:
                    begin
                                    addr_out[1]<=rx_addr;
                                    ADDR_DATA_STATE<=ADDR_DATA2;
                    end
                                ADDR_DATA2:
                    begin
                                    addr_out[2]<=rx_addr;
                                    ADDR_DATA_STATE<=ADDR_DATA3;
                    end
                                ADDR_DATA3:
                                    begin
                                    addr_out[3]<=rx_addr;
                                    ADDR_DATA_STATE<=ADDR_DATA4;
                end
                                ADDR_DATA4:
                begin
                                    addr_out[4]<=rx_addr;
                                    ADDR_DATA_STATE<=ADDR_DATA5;
                                    end
                                ADDR_DATA5:
                    begin
                                    addr_out[5]<=rx_addr;
                                    ADDR_DATA_STATE<=ADDR_DATA6;
                    end
                                ADDR_DATA6:
                    begin
                                    addr_out[6]<=rx_addr;
                                    ADDR_DATA_STATE<=ADDR_DATA7;
                                    end
                                ADDR_DATA7:
                        begin
                                    addr_out[7]<=rx_addr;
                                    ADDR_DATA_STATE<=ADDR_DATA8;
                        end
                                ADDR_DATA8:
                        begin           
                                    addr_out[8]<=rx_addr;
                                    ADDR_DATA_STATE<=ADDR_DATA9;
                        end
                                ADDR_DATA9:
                                    begin
                                    addr_out[9]<=rx_addr;
                                    ADDR_DATA_STATE<=ADDR_DATA10;
                    end
                                ADDR_DATA10:
                                    begin
                                    addr_out[10]<=rx_addr;
                                    ADDR_DATA_STATE<=ADDR_DATA11;
                end
                                ADDR_DATA11:
                begin
                                    addr_out[11]<=rx_addr;
                                    ADDR_RECV_STATE<=ADDR_BURST_CHECK;
                                    ADDR_DATA_STATE<=ADDR_DATA0;
                                    read_en_dram_reg<=1;
                                    rx_done_reg<=1;
                                    write_en_dram_reg<=1;
                end
            endcase
        end 
                    ADDR_BURST_CHECK:
    begin
                        if(burst[0] && hand_shake )
                            ADDR_RECV_STATE<=ADDR_INC_BURST; 
                        else if(burst[0] && ~hand_shake)
        begin
                                ADDR_RECV_STATE<=ADDR_WAIT_HANDSHAKE;
                                addr_idle_reg<=1;
        end
        else
        begin
                                ADDR_RECV_STATE<=ADDR_IDLE;
                            end
                        end
                    ADDR_WAIT_HANDSHAKE:
                        begin
                            if(hand_shake)
                begin
                                    ADDR_RECV_STATE<=ADDR_INC_BURST;
                                    addr_idle_reg<=1;
                                    rx_done_reg<=0;
                                end
                            else if(rx_done_reg==1 && read_en==1)
                        begin
                                    ADDR_RECV_STATE<=ADDR_READ_BURST_HANDSHAKE;
                                    rx_done_reg<=0;
                        end
                    else
                        begin
                                    ADDR_RECV_STATE<=ADDR_WAIT_HANDSHAKE;
                                    rx_done_reg<=0;
                        end
                end
                    ADDR_READ_BURST_HANDSHAKE:
                begin
                            if(ADDR_READ_BURST_WAIT_STATE==ADDR_READ_BURST_WAIT1 && master_ready==0 && (burst_counter%8==0))
                    begin
                                    ADDR_RECV_STATE<=ADDR_RECV_STATE;
                    end
                    else 
                    begin
                                    case(ADDR_READ_BURST_WAIT_STATE)
                                        ADDR_READ_BURST_WAIT0:
                                            begin
                                                ADDR_RECV_STATE<=ADDR_RECV_STATE;
                                                ADDR_READ_BURST_WAIT_STATE<=ADDR_READ_BURST_WAIT1;
                                            end
                                        ADDR_READ_BURST_WAIT1:
                        begin
                                                ADDR_RECV_STATE<=ADDR_INC_BURST;
                                                ADDR_READ_BURST_WAIT_STATE<=ADDR_READ_BURST_WAIT0;
                                            end
                                    endcase
                                    addr_idle_reg<=1;
                                    rx_done_reg<=0;
                        end            
                    end
                    ADDR_INC_BURST: 
                        begin
                            if(delay_counter<4'd7)
                                begin
                                    ADDR_RECV_STATE<=ADDR_RECV_STATE;
                                    delay_counter<=delay_counter+4'd1;
                                    addr_idle_reg<=1;
                                    rx_done_reg<=0;
                end
                            else
                begin
                                    if(burst_counter<burst[12:1])
                    begin
                                            delay_counter<=0;
                                            addr_idle_reg<=1;
                                            rx_done_reg<=1;
                                            addr_out<=addr_out+12'b1;
                                            burst_counter<=burst_counter+12'd1;
                    end
                    else
                    begin
                                            delay_counter<=0;
                                            addr_idle_reg<=1;
                                            rx_done_reg<=1;
                                            addr_out<=addr_out+12'b1;
                                            burst_counter<=burst_counter+12'd1;
                                            ADDR_RECV_STATE<=ADDR_IDLE;
                    end
                                end
                end
                    ADDR_INTERRUPT:
                begin
                end
            endcase
                if(DATA_RECV_STATE==DATA_IDLE && addr_idle_reg==1)
                    slave_ready_reg<=1;
                else
                    slave_ready_reg<=0;
        end
    end
    endmodule
module slave_out_port (
	input clk, 
	input reset,
    input[7:0] data_in,
	input master_ready,
	input slave_valid,
	output slave_ready,
    output reg tx_data,
    output tx_done);
    reg CURRENT_STATE=0;
    reg [3:0] DATA_STATE=0;
    reg slave_ready_reg;
    assign slave_ready=slave_ready_reg;
    reg tx_done_reg;
    assign tx_done=tx_done_reg;
    parameter 
    IDLE=0,
    TRANSMIT=1,
    DATA0=0,
    DATA1=1,
    DATA2=2,
    DATA3=3,
    DATA4=4,
    DATA5=5,
    DATA6=6,
    DATA7=7;
    always @ (posedge clk or posedge reset) 
    begin
        if (reset)
            begin
                CURRENT_STATE<=IDLE;
                DATA_STATE<=DATA0;
            end
        else
        begin 
                case(CURRENT_STATE)
                IDLE:
                begin
                            if(master_ready && slave_valid)
                    begin
                                CURRENT_STATE<=TRANSMIT;
                                slave_ready_reg<=0;
                                tx_done_reg<=0;
                    end
                    else
                    begin 
                                slave_ready_reg<=1;
                                tx_done_reg<=1;
                    end
                end
                    TRANSMIT:
                        begin
                            case(DATA_STATE)
                                DATA0:
                begin 
                                    tx_data<=data_in[0];
                                    DATA_STATE<=DATA1;
                                    end
                                DATA1:
                                    begin
                                    tx_data<=data_in[1];
                                    DATA_STATE<=DATA2;
                                    end
                                DATA2:
                        begin
                                    tx_data<=data_in[2];
                                    DATA_STATE<=DATA3;
                        end
                                DATA3:
                        begin
                                    tx_data<=data_in[3];
                                    DATA_STATE<=DATA4;
                        end
                                DATA4:
                                    begin
                                    tx_data<=data_in[4];
                                    DATA_STATE<=DATA5;
                end 
                                DATA5:
                    begin
                                    tx_data<=data_in[5];
                                    DATA_STATE<=DATA6;
                    end
                                DATA6:
                                    begin
                                    tx_data<=data_in[6];
                                    DATA_STATE<=DATA7;
        end
                                DATA7:
                                    begin
                                    tx_data<=data_in[7];
                                    tx_done_reg<=1;
                                    CURRENT_STATE<=IDLE;
                                    DATA_STATE<=DATA0;
    end
                            endcase
                        end
                endcase
            end
    end
endmodule
`timescale 1ns / 1ps
module slave_port(
	input clk, 
	input reset,
	input read_en,
	input write_en,
	input master_ready,
	input master_valid,
	output reg slave_valid,
	output slave_ready,
	input rx_addr,
	input rx_data,
	input rx_burst,
	output tx_data,
	input [7:0]data_in,
	output [11:0]addr_out,
	output [7:0]data_out,
	output read_enable,
	output write_enable);
wire [11:0]burst_counter;
wire slave_ready_IN;
wire slave_ready_OUT;
wire rx_done;
wire slave_tx_done;
wire [3:0]addr_counter;
reg [3:0]counterReg = 0; 
reg [12:0]burst = 13'd0;
assign slave_ready = slave_ready_IN & slave_ready_OUT;
reg [2:0]state = 1;
reg [4:0]burst_bit_counter = 4'd0;
reg [2:0]burst_state = 0;
parameter 
IDLE = 0,
NORMAL = 1,
VALID = 2,
BURST_END = 3,
BURST_BIT_RECIEVE = 4;
slave_in_port SLAVE_IN_PORT(
	.clk(clk), 
	.reset(reset),
	.rx_data(rx_data),
	.rx_addr(rx_addr),
	.master_ready(master_ready),
	.master_valid(master_valid),
	.burst(burst),
	.read_en(read_en),
	.write_en(write_en),
	.data_out(data_out),
	.addr_out(addr_out),
	.read_enable(read_enable_bram),
	.write_enable(write_enable_bram),
	.burst_counter(burst_counter),
	.rx_done(rx_done),
	.slave_ready(slave_ready_IN)
	);
slave_out_port SLAVE_OUT_PORT(
	.clk(clk), 
	.reset(reset),
	.data_in(data_in),
	.master_ready(master_ready),
	.slave_valid(slave_valid),
	.slave_ready(slave_ready_OUT),
	.tx_data(tx_data),
	.tx_done(slave_tx_done)
	);
always @ (posedge clk)
begin
	case (state)
		NORMAL:
		begin
			if ((read_enable_bram == 1) & (rx_done == 1)) 
			begin
				counterReg <= 4'b0;
				slave_valid <= 1'b0;
				state <= VALID;
			end
			else
			begin
				counterReg <= 4'b0;
				slave_valid <= 1'b0;
				state <= NORMAL;
			end
		end 	
		VALID:
		begin
			if((slave_tx_done == 1) & (slave_valid == 1) & (burst[0] == 1'd0))
			begin
				counterReg <= 4'b0;
				slave_valid <= 1'b0;
				state <= NORMAL;
			end
			else if((slave_tx_done == 1) & (slave_valid == 1) & (burst[12:1] + 1 == burst_counter) & (burst[0] == 1'd1))
			begin
				counterReg <= 4'b0;
				slave_valid <= 1'b1;
				state <= BURST_END;
			end
			else
			begin
				counterReg <= 4'b0;
				slave_valid <= 1'b1;
				state <= VALID;
			end
		end
		BURST_END:
		begin
			if((slave_tx_done == 1) & (slave_valid == 1))
			begin
				counterReg <= 4'b0;
				slave_valid <= 1'b0;
				state <= NORMAL;
			end
			else 
			begin
				counterReg <= 4'b0;
				slave_valid <= 1'b1;
				state <= BURST_END;
			end
		end
	endcase
end
always @ (posedge clk or posedge reset) 
begin
	if (reset)
	begin
		burst_state <= IDLE;
		burst_bit_counter <= 0;
	end
	else
	begin
	case (burst_state)
            IDLE:
            begin
                if ((master_valid && slave_ready) && (read_en || write_en))
                begin
                    burst[burst_bit_counter] <= rx_burst;
                    burst_state <= BURST_BIT_RECIEVE;
                    burst_bit_counter <= burst_bit_counter + 1;
                end
                else
                begin
                    burst_state <= burst_state;
                    burst_bit_counter <= 0;
                end
            end
            BURST_BIT_RECIEVE:
            begin
                if (burst_bit_counter < 4'd12)     
                begin
                    burst[burst_bit_counter] <= rx_burst;
                    burst_bit_counter <= burst_bit_counter + 1;
                    burst_state <= burst_state;
                end
                else 
                begin
                    burst_state <= IDLE;
                    burst_bit_counter <= 0;
                end
            end
            default:
            begin
                burst_state <= IDLE;
            end
        endcase
    end
end
endmodule
```

## flow/config.mk

```make
export PLATFORM = sky130hd
export DESIGN_NAME = slave_port
export DESIGN_NICKNAME = slave_port
export VERILOG_FILES = /design/flow/design.v
export SDC_FILE = /design/flow/constraint.sdc
export NUM_CORES = 4
export LEC_CHECK = 1
export CORE_UTILIZATION = 30
```

==> impl_metrics.toml <==
# physical design summary
[status]
status = "finished clean"

[critical_path]
critPathCaptureType = "flop"
criticalPathCategory = "input port to flop"
r2r_slack_ns = 1.49
cp.required_ns = 3.93
critical_path.max_fanout = 13
startpoint_type = "input port"
cp.arrival_ns = 2.54

[clock_network]
cts_sinks = 84
cts_hold_buf = 0
cts_buffers = 9
cts-htree-levels = 3
clockBufferDepth = 2
path_clk_slew_ns = 0.06
cts_tree = "done"
cts_root_buf = "clkbuf_16"
clock_latency_ns = 0.33
post_cts_resized = 0
post-cts-setup-buffers = 0

[job]
warnings = 41
drv_cap = 0

[placement]
post-dp-hpwl_mm = 8.261
place.gp.congestion = 0.8368
port_buffers = 39

[pwr]
vdd_drop_max_uv = 325.4
p_leak_nw = 2.413
powerDensity_mw_per_mm2 = 653.6

[finish]
layout-drive-gt1-share_pct = 6.010
logic_area_mm2 = 0.002723
largest_reg_flops = 13
top_regs = "burst (13), SLAVE_IN_PORT.addr_out (12), SLAVE_IN_PORT.burst_counter (12)"
fill_cells = 1681
area.sequential_mm2 = 0.002394
areaGrowthSynthToFinish_pct = 16.52
top_register = "burst"

[drt]
antenna_cells = 0
vias = 4058
drt-total-wl_mm = 10.97
first_pass_iters = 5
via_per_inst = 4.925
drcViolationCount = 0
wl_per_cell_um = 13.31
drt_iter0_drc = 198
ant_nets = 0

[yosys]
synthArstFlopShare_pct = 30.95
postSynthSeqShare_pct = 44.77
yosys_cells = 563
ys_chip_area_mm2 = 0.005346
synth_cell_type_count = 59
avgSynthCellArea_um2 = 9.496
syn-cell-area_mm2 = 0.005346
syn_inst = 563
flop_cell = "edfxtp_1"
ys_ff = 84
yosys_warnings = 7
synth-edff-count = 58

[floorplanning]
die_area_mm2 = 0.01836
num_rows = 48
io_pins = 42
dieWidth_um = 135.5
die_h_um = 135.5
fp_util_pct = 30.80
fp.coreArea_mm2 = 0.01736

[final_timing]
setup_viol = 0
slew_headroom_pct = 51.70
fin_crit_ns = 2.510
hold_ws_ns = 0.4847
rsz0062_at_grt = "false"
hold_violations = 0
skew_ns = 0.01091
fmax_mhz = 398.4
tns_ns = 0
worst_slew_pin_slew_ns = 0.7167
fin_crit_sh_pct = 64.37
slew_violations = 0

[global_routing]
grt_pass1_vias = 3859
grt.total_usage_pct = 12.92
antenna_found_initial = 0
grt_pass1_wl_mm = 18.56
overflow = 0
grt_start_max_net_pins = 22

[hold_path]
min_path_type = "flop to flop"
report_power, final:
group | switching, W | internal (W)
sequential | 0.000367 | 0.00129
clock | 0.000322 | 0.000470
combinational | 0.000900 | 0.000725
total | 0.00159 | 0.00248
cell usage after synthesis, types with 5 or more instances:
cell type	n	area, µm²
edfxtp_1	58	1742
nor2_1	57	214.0
nand2_1	54	202.7
a21oi_1	51	255.2
ha_1	37	462.9
inv_1	34	127.6
dfrtp_1	25	625.6
xnor2_1	24	210.2
o21ai_0	20	100.1
nand3_1	18	90.09
clkbuf_1	17	63.81
xor2_1	13	113.9
and2_1	10	62.56
and3_1	10	62.56
nor2b_1	10	62.56
nor3_1	9	45.04
a21o_1	8	60.06
a31oi_1	8	50.05
nand2b_1	7	43.79
a211oi_1	6	45.04
nand4_1	6	37.54
nor4_1	6	37.54
or3_1	6	37.54
mux2_2	5	56.30
final cells by class:
cell class	instances	area share [%]
flip-flops and latches	84	38.42
clock inverters	1	0.1406
repair buffers	43	6.748
inverters	36	2.169
clock buffers	15	4.298
well taps	225	4.519
multi-input cells	420	43.70
kinds of logic (layout without fill, tap and decap cells):
family	after synthesis	in the layout	synth area share [%]
muxes	8	8	1.661
other	1	2	0.07014
DFF	84	84	44.77
adders and majority gates	37	37	8.659
buffers and inverters	60	95	4.493
xor gates and xnor gates	37	37	6.061
AOI/OAI and AO/OA	122	122	14.16
and+or+nand+nor	214	214	20.13
cells in the final DEF, fill, tap and decap left out, drive strengths merged, types with 18 or more instances in the layout:
cell            n
a21oi          52
clkdlybuf4s50  39
dfrtp          25
edfxtp         58
ha             37
inv            37
nand2          54
nand3          18
nor2           57
o21ai          22
xnor2          24
through the flow:
| stage | total power [W] | area [µm²] | utilization (%) | cells | setup slack, ns |
|---|---|---|---|---|---|
| 6_report | 0.004072 | 6230 | 35.89 | 824 | 1.390 |
| 5_1_grt | 0.004403 | 6230 | 35.89 | 824 | 1.186 |
| 4_1_cts | 0.004095 | 6230 | 35.89 | 824 | 1.384 |
| 3_5_place_dp | 0.003282 | 5953 | 34.30 | 808 | 1.039 |
| 3_3_place_gp | 0.003242 | 5953 | 34.30 | 808 | 1.098 |
| 2_1_floorplan | 0.002831 | 5350 | - | 564 | 1.196 |
critical path, stage by stage:
cell and delay [ns]:
clkdlybuf4s50_1 0.53, nand2_1 0.18, nor4b_1 0.47, a31oi_1 0.20
nor2_1 0.14, buf_4 0.23
path summary, 6_finish.rpt:
| kind | from | end | cells after the start |
|---|---|---|---|
| max | master_valid | burst[11] | 6 |
| min | SLAVE_IN_PORT.read_en_dram_reg | SLAVE_IN_PORT.read_en_dram_reg | 2 |
| max reg2reg | burst_bit_counter[0] | burst[4] | 7 |
| min reg2reg | SLAVE_IN_PORT.read_en_dram_reg | SLAVE_IN_PORT.read_en_dram_reg | 2 |
| max in group asynchronous | reset | SLAVE_IN_PORT.addr_idle_reg | 3 |
| min in group asynchronous | reset | SLAVE_IN_PORT.DATA_RECV_STATE[1] | 2 |
metal layers:
layer / global-route usage, % / share of wire [%] / vias up
met3: 3.360 / 5.3 / 6
met1: 19.73 / 48 / 1915
li1: - / - / 2059
met2: 19.69 / 46 / 78
met4: 1.124 / 0.69 / 0
met5: 0 / 0 / -
Power and IR drop assume default switching activity.
