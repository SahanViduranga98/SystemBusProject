--- config.mk ---
export PLATFORM = sky130hd
export DESIGN_NAME = Bus_interconnect
export DESIGN_NICKNAME = Bus_interconnect
export VERILOG_FILES = /design/flow/design.v
export SDC_FILE = /design/flow/constraint.sdc
export NUM_CORES = 4
export LEC_CHECK = 1
export CORE_AREA = 10 10 80 80
export DIE_AREA = 0 0 90 90
--- constraint.sdc ---
current_design Bus_interconnect

set clk_period 1.7
set clk_io_pct 0.2

create_clock -name clk0 -period $clk_period [get_ports {sys_clk}]

set non_clock_inputs [all_inputs -no_clocks]
set_input_delay [expr $clk_period * $clk_io_pct] -clock clk0 $non_clock_inputs
set_output_delay [expr $clk_period * $clk_io_pct] -clock clk0 [all_outputs]
--- design.v ---
`timescale 1ns / 1ps
module Arbiter(
input clk, 
input rst,  
input m1_request,
input m2_request,
input [1:0] m1_slave_sel,
input [1:0] m2_slave_sel,
input trans_done,
output reg m1_grant,
output reg m2_grant,
output reg arbiter_busy,
output reg bus_busy,
output reg[1:0] bus_grant,  
output reg[1:0] slave_sel  
);
parameter[2:0] IDLE_STATE = 3'd0;
parameter[2:0] MASTER1_SLAVE_SELECT_STATE = 3'd1;
parameter[2:0] MASTER2_SLAVE_SELECT_STATE  = 3'd2;
reg [2:0] state = IDLE_STATE;
always@(posedge clk or posedge rst)
begin
    if (rst == 1'b1)
        begin
            m1_grant <= 0;
            m2_grant <= 0;
            arbiter_busy <= 0;
            bus_busy <=0;
            bus_grant <= 2'b00;
            slave_sel <= 2'b00; 
        end
     else if((m1_request == 1) )
         begin
             m1_grant <= 1;
             m2_grant <= 0;
             arbiter_busy <= 1;
             bus_busy <=1;
             slave_sel <= m1_slave_sel;
             bus_grant <= 2'd1;
             state <= MASTER1_SLAVE_SELECT_STATE;
         end
    else if((m2_request == 1) && (arbiter_busy != 1) && (bus_grant!= 2'b01))
        begin
            m1_grant <= 0;
            m2_grant <= 1;
            arbiter_busy <= 1;
            bus_busy <=1;
            slave_sel <= m2_slave_sel;
            bus_grant <= 2'd2;
            state <= MASTER2_SLAVE_SELECT_STATE;
        end
     else if((m2_request == 1))
       begin
           m1_grant <= 0;
           m2_grant <= 1;
           arbiter_busy <= 1;
           bus_busy <=1;
           slave_sel <= m2_slave_sel;
           bus_grant <= 2'd2;
           state <= MASTER2_SLAVE_SELECT_STATE;
       end
     else
        begin
            m1_grant <= 0;
            m2_grant <= 0;
            arbiter_busy <= 0;
            bus_busy <=0;
            slave_sel <= 0;
            bus_grant <= 2'd0;
            state <= IDLE_STATE;  
        end    
end
always @(posedge clk) 
    begin
        case(state)
        MASTER1_SLAVE_SELECT_STATE:
            if(trans_done == 1)
                begin
                    state<=IDLE_STATE;
                end
            else
                begin
                    slave_sel <= m1_slave_sel;
                    bus_grant <= 2'd1;
                    state<=MASTER1_SLAVE_SELECT_STATE;
                end    
        MASTER2_SLAVE_SELECT_STATE:
            if(trans_done == 1)
                begin
                    state <= IDLE_STATE;
                end
                else
                begin
                    slave_sel <= m2_slave_sel;
                    bus_grant <= 2'd2;
                    state<=MASTER2_SLAVE_SELECT_STATE;
                end 
        IDLE_STATE:
             begin
                m1_grant <= 0;
                m2_grant <= 0;
                arbiter_busy <= 0;
                bus_busy <=0;
                bus_grant <= 2'b00;
                slave_sel <= 2'b00;      
             end
        endcase
    end
endmodule
module Bus_interconnect(
input sys_clk,
input sys_rst,
input m1_request, 
input m2_request,
input m1_slave_sel,
input m2_slave_sel,
input trans_done,
output m1_grant,
output m2_grant,
output arbiter_busy,
output bus_busy,
input m1_clk, 
input m1_rst,
input m1_master_valid,
input m1_master_ready,
input m1_tx_address,
input m1_tx_data,
output m1_rx_data,
input m1_write_en,
input m1_read_en,
output m1_slave_valid,
output m1_slave_ready,
input m2_clk, 
input m2_rst,
input m2_master_valid,
input m2_master_ready,
input m2_tx_address,
input m2_tx_data,
output m2_rx_data,
input m2_write_en,
input m2_read_en,
output m2_slave_valid,
output m2_slave_ready,
output s1_clk, 
output s1_rst,
output s1_master_valid,
output s1_master_ready,
output s1_rx_address,
output s1_rx_data,
input s1_tx_data,
output s1_write_en,
output s1_read_en,
input s1_slave_valid,
input s1_slave_ready,
output s2_clk, 
output s2_rst,
output s2_master_valid,
output s2_master_ready,
output s2_rx_address,
output s2_rx_data,
input s2_tx_data,
output s2_write_en,
output s2_read_en,
input s2_slave_valid,
input s2_slave_ready,
output s3_clk, 
output s3_rst,
output s3_master_valid,
output s3_master_ready,
output s3_rx_address,
output s3_rx_data,
input s3_tx_data,
output s3_write_en,
output s3_read_en,
input s3_slave_valid,
input s3_slave_ready,
input m1_tx_burst_num,
input m2_tx_burst_num,
output s1_rx_burst_num,
output s2_rx_burst_num,
output s3_rx_burst_num
);
wire [1:0] bus_grant; 
wire [1:0] slave_sel;  
Arbiter Bus_Arbiter1(
.clk(sys_clk), 
.rst(sys_rst),
.m1_request (m1_request), 
.m2_request(m2_request),
.m1_slave_sel(m1_slave_sel),
.m2_slave_sel(m2_slave_sel),
.trans_done(trans_done),
.m1_grant(m1_grant),
.m2_grant(m2_grant),
.arbiter_busy(arbiter_busy),
.bus_busy(bus_busy),
.bus_grant(bus_grant), 
.slave_sel(slave_sel));
 Bus_mux Bus_mux1(
.bus_grant(bus_grant), 
.slave_sel(slave_sel),
.m1_clk(m1_clk), 
.m1_rst(m1_rst),
.m1_master_valid(m1_master_valid),
.m1_master_ready(m1_master_ready),
.m1_tx_address(m1_tx_address),
.m1_tx_data(m1_tx_data),
.m1_rx_data(m1_rx_data),
.m1_write_en(m1_write_en),
.m1_read_en(m1_read_en),
.m1_slave_valid(m1_slave_valid),
.m1_slave_ready(m1_slave_ready),
.m1_tx_burst_num(m1_tx_burst_num),
.m2_clk(m2_clk), 
.m2_rst(m2_rst),
.m2_master_valid(m2_master_valid),
.m2_master_ready(m2_master_ready),
.m2_tx_address(m2_tx_address),
.m2_tx_data(m2_tx_data),
.m2_rx_data(m2_rx_data),
.m2_write_en(m2_write_en),
.m2_read_en(m2_read_en),
.m2_slave_valid(m2_slave_valid),
.m2_slave_ready(m2_slave_ready),
.m2_tx_burst_num(m2_tx_burst_num),
.s1_clk(s1_clk), 
.s1_rst(s1_rst),
.s1_master_valid(s1_master_valid),
.s1_master_ready(s1_master_ready),
.s1_rx_address(s1_rx_address),
.s1_rx_data(s1_rx_data),
.s1_tx_data(s1_tx_data),
.s1_write_en(s1_write_en),
.s1_read_en(s1_read_en),
.s1_slave_valid(s1_slave_valid),
.s1_slave_ready(s1_slave_ready),
.s1_rx_burst_num(s1_rx_burst_num),
.s2_clk(s2_clk), 
.s2_rst(s2_rst),
.s2_master_valid(s2_master_valid),
.s2_master_ready(s2_master_ready),
.s2_rx_address(s2_rx_address),
.s2_rx_data(s2_rx_data),
.s2_tx_data(s2_tx_data),
.s2_write_en(s2_write_en),
.s2_read_en(s2_read_en),
.s2_slave_valid(s2_slave_valid),
.s2_slave_ready(s2_slave_ready),
.s2_rx_burst_num(s2_rx_burst_num),
.s3_clk(s3_clk), 
.s3_rst(s3_rst),
.s3_master_valid(s3_master_valid),
.s3_master_ready(s3_master_ready),
.s3_rx_address(s3_rx_address),
.s3_rx_data(s3_rx_data),
.s3_tx_data(s3_tx_data),
.s3_write_en(s3_write_en),
.s3_read_en(s3_read_en),
.s3_slave_valid(s3_slave_valid),
.s3_slave_ready(s3_slave_ready),
.s3_rx_burst_num(s3_rx_burst_num)
);
endmodule
module Bus_mux(
input [1:0] bus_grant, 
input [1:0] slave_sel,
input m1_clk, 
input m1_rst,
input m1_master_valid,
input m1_master_ready,
input m1_tx_address,
input m1_tx_data,
output m1_rx_data,
input m1_write_en,
input m1_read_en,
output m1_slave_valid,
output m1_slave_ready,
input m1_tx_burst_num,
input m2_clk, 
input m2_rst,
input m2_master_valid,
input m2_master_ready,
input m2_tx_address,
input m2_tx_data,
output m2_rx_data,
input m2_write_en,
input m2_read_en,
output m2_slave_valid,
output m2_slave_ready,
input m2_tx_burst_num,
output s1_clk, 
output s1_rst,
output s1_master_valid,
output s1_master_ready,
output s1_rx_address,
output s1_rx_data,
input s1_tx_data,
output s1_write_en,
output s1_read_en,
input s1_slave_valid,
input s1_slave_ready,
output s1_rx_burst_num,
output s2_clk, 
output s2_rst,
output s2_master_valid,
output s2_master_ready,
output s2_rx_address,
output s2_rx_data,
input s2_tx_data,
output s2_write_en,
output s2_read_en,
input s2_slave_valid,
input s2_slave_ready,
output s2_rx_burst_num,
output s3_clk, 
output s3_rst,
output s3_master_valid,
output s3_master_ready,
output s3_rx_address,
output s3_rx_data,
input s3_tx_data,
output s3_write_en,
output s3_read_en,
input s3_slave_valid,
input s3_slave_ready,
output s3_rx_burst_num
);
assign m1_rx_data     = ((bus_grant == 2'd1) & (slave_sel == 2'd1)) ? s1_tx_data:
                        ((bus_grant == 2'd1) & (slave_sel == 2'd2)) ? s2_tx_data:
                        ((bus_grant == 2'd1) & (slave_sel == 2'd3)) ? s3_tx_data: 1'b0;
assign m1_slave_ready = ((bus_grant == 2'd1) & (slave_sel == 2'd1)) ? s1_slave_ready:
                        ((bus_grant == 2'd1) & (slave_sel == 2'd2)) ? s2_slave_ready: 
                        ((bus_grant == 2'd1) & (slave_sel == 2'd3)) ? s3_slave_ready: 1'b0;
assign m1_slave_valid = ((bus_grant == 2'd1) & (slave_sel == 2'd1)) ? s1_slave_valid:
                        ((bus_grant == 2'd1) & (slave_sel == 2'd2)) ? s2_slave_valid: 
                        ((bus_grant == 2'd1) & (slave_sel == 2'd3)) ? s3_slave_valid: 1'b0;
assign m2_rx_data     = ((bus_grant == 2'd2) & (slave_sel == 2'd1)) ? s1_tx_data:
                        ((bus_grant == 2'd2) & (slave_sel == 2'd2)) ? s2_tx_data: 
                        ((bus_grant == 2'd2) & (slave_sel == 2'd3)) ? s3_tx_data: 1'b0;
assign m2_slave_ready = ((bus_grant == 2'd2) & (slave_sel == 2'd1)) ? s1_slave_ready:
                        ((bus_grant == 2'd2) & (slave_sel == 2'd2)) ? s2_slave_ready:
                        ((bus_grant == 2'd2) & (slave_sel == 2'd3)) ? s3_slave_ready: 1'b0;
assign m2_slave_valid = ((bus_grant == 2'd2) & (slave_sel == 2'd1)) ? s1_slave_valid:
                        ((bus_grant == 2'd2) & (slave_sel == 2'd2)) ? s2_slave_valid:
                        ((bus_grant == 2'd2) & (slave_sel == 2'd3)) ? s3_slave_valid: 1'b0;
assign s1_clk         = ((bus_grant == 2'd1) & (slave_sel == 2'd1)) ? m1_clk:
                        ((bus_grant == 2'd2) & (slave_sel == 2'd1)) ? m2_clk: 1'b0; 
assign s1_rst         = ((bus_grant == 2'd1) & (slave_sel == 2'd1)) ? m1_rst: 
                        ((bus_grant == 2'd2) & (slave_sel == 2'd1)) ? m2_rst: 1'b0;
assign s1_master_valid= ((bus_grant == 2'd1) & (slave_sel == 2'd1)) ? m1_master_valid:
						((bus_grant == 2'd2) & (slave_sel == 2'd1)) ? m2_master_valid: 1'b0;
assign s1_master_ready= ((bus_grant == 2'd1) & (slave_sel == 2'd1)) ? m1_master_ready:
						((bus_grant == 2'd2) & (slave_sel == 2'd1)) ? m2_master_ready: 1'b0;
assign s1_rx_address  = ((bus_grant == 2'd1) & (slave_sel == 2'd1)) ? m1_tx_address:
                        ((bus_grant == 2'd2) & (slave_sel == 2'd1)) ? m2_tx_address: 1'b0;
assign s1_rx_data     = ((bus_grant == 2'd1) & (slave_sel == 2'd1)) ? m1_tx_data:
                        ((bus_grant == 2'd2) & (slave_sel == 2'd1)) ? m2_tx_data: 1'b0;
assign s1_write_en    = ((bus_grant == 2'd1) & (slave_sel == 2'd1)) ? m1_write_en: 
                        ((bus_grant == 2'd2) & (slave_sel == 2'd1)) ? m2_write_en: 1'b0;
assign s1_read_en     = ((bus_grant == 2'd1) & (slave_sel == 2'd1)) ? m1_read_en:
                        ((bus_grant == 2'd2) & (slave_sel == 2'd1)) ? m2_read_en: 1'b0;
assign s1_rx_burst_num = ((bus_grant == 2'd1) & (slave_sel == 2'd1)) ? m1_tx_burst_num:
                         ((bus_grant == 2'd2) & (slave_sel == 2'd1)) ? m2_tx_burst_num: 1'b0;
assign s2_clk         = ((bus_grant == 2'd1) & (slave_sel == 2'd2)) ? m1_clk:
                        ((bus_grant == 2'd2) & (slave_sel == 2'd2)) ? m2_clk: 1'b0; 
assign s2_rst         = ((bus_grant == 2'd1) & (slave_sel == 2'd2)) ? m1_rst: 
                        ((bus_grant == 2'd2) & (slave_sel == 2'd2)) ? m2_rst: 1'b0;
assign s2_master_valid= ((bus_grant == 2'd1) & (slave_sel == 2'd2)) ? m1_master_valid:
                        ((bus_grant == 2'd2) & (slave_sel == 2'd2)) ? m2_master_valid: 1'b0;
assign s2_master_ready= ((bus_grant == 2'd1) & (slave_sel == 2'd2)) ? m1_master_ready:
                        ((bus_grant == 2'd2) & (slave_sel == 2'd2)) ? m2_master_ready: 1'b0;								
assign s2_rx_address  = ((bus_grant == 2'd1) & (slave_sel == 2'd2)) ? m1_tx_address:
                        ((bus_grant == 2'd2) & (slave_sel == 2'd2)) ? m2_tx_address: 1'b0;
assign s2_rx_data     = ((bus_grant == 2'd1) & (slave_sel == 2'd2)) ? m1_tx_data:
                        ((bus_grant == 2'd2) & (slave_sel == 2'd2)) ? m2_tx_data: 1'b0;
assign s2_write_en    = ((bus_grant == 2'd1) & (slave_sel == 2'd2)) ? m1_write_en: 
                        ((bus_grant == 2'd2) & (slave_sel == 2'd2)) ? m2_write_en: 1'b0;
assign s2_read_en     = ((bus_grant == 2'd1) & (slave_sel == 2'd2)) ? m1_read_en:
                        ((bus_grant == 2'd2) & (slave_sel == 2'd2)) ? m2_read_en: 1'b0;
assign s2_rx_burst_num = ((bus_grant == 2'd1) & (slave_sel == 2'd2)) ? m1_tx_burst_num:
                         ((bus_grant == 2'd2) & (slave_sel == 2'd2)) ? m2_tx_burst_num: 1'b0;
assign s3_clk         = ((bus_grant == 2'd1) & (slave_sel == 2'd3)) ? m1_clk:
                        ((bus_grant == 2'd2) & (slave_sel == 2'd3)) ? m2_clk: 1'b0; 
assign s3_rst         = ((bus_grant == 2'd1) & (slave_sel == 2'd3)) ? m1_rst: 
                        ((bus_grant == 2'd2) & (slave_sel == 2'd3)) ? m2_rst: 1'b0;
assign s3_master_valid= ((bus_grant == 2'd1) & (slave_sel == 2'd3)) ? m1_master_valid:
                        ((bus_grant == 2'd2) & (slave_sel == 2'd3)) ? m2_master_valid: 1'b0;
assign s3_master_ready= ((bus_grant == 2'd1) & (slave_sel == 2'd3)) ? m1_master_ready:
                        ((bus_grant == 2'd2) & (slave_sel == 2'd3)) ? m2_master_ready: 1'b0;								
assign s3_rx_address  = ((bus_grant == 2'd1) & (slave_sel == 2'd3)) ? m1_tx_address:
                        ((bus_grant == 2'd2) & (slave_sel == 2'd3)) ? m2_tx_address: 1'b0;
assign s3_rx_data     = ((bus_grant == 2'd1) & (slave_sel == 2'd3)) ? m1_tx_data:
                        ((bus_grant == 2'd2) & (slave_sel == 2'd3)) ? m2_tx_data: 1'b0;
assign s3_write_en    = ((bus_grant == 2'd1) & (slave_sel == 2'd3)) ? m1_write_en: 
                        ((bus_grant == 2'd2) & (slave_sel == 2'd3)) ? m2_write_en: 1'b0;
assign s3_read_en     = ((bus_grant == 2'd1) & (slave_sel == 2'd3)) ? m1_read_en:
                        ((bus_grant == 2'd2) & (slave_sel == 2'd3)) ? m2_read_en: 1'b0;
assign s3_rx_burst_num = ((bus_grant == 2'd1) & (slave_sel == 2'd3)) ? m1_tx_burst_num:
                         ((bus_grant == 2'd2) & (slave_sel == 2'd3)) ? m2_tx_burst_num: 1'b0;
endmodule
--- run.sh ---
#!/bin/bash
# OpenROAD 26Q1-2900-gdf79404cd8, Yosys 0.63+post, stock flow scripts
make -C /OpenROAD-flow-scripts/flow DESIGN_CONFIG=/design/flow/config.mk WORK_HOME=/design/flow/orfs finish
==> results.cfg <==
; flow metrics
[run_status]
status = stopped before the end
lastStage = 1_2_yosys
firstError = ERROR: Found 5 problems in 'check -assert'.

[logic_synthesis]
yosys-stat-area_um2 = 870
synth.ff_latch_count = 10
ys_cells = 92
ys_seq_share_pct = 32.8
simple_gate_area_share_pct = 19.9
logic_family = buffers and inverters
synthAdderAreaFrac_pct = 5.76
ys_types = 17
ys_sh_xor_pct = 0
synthAoiAreaFrac_pct = 16.1
mux_share_pct = 0
yosysWarnings = 3
==> synth_stat cells <==
cell | count | area [µm²]
dfrtp_1 | 3 | 75.1
conb_1 | 1 | 3.75
ha_1 | 4 | 50.1
and3_1 | 1 | 6.26
nor2_1 | 2 | 7.51
nand2_1 | 19 | 71.3
edfxtp_1 | 7 | 210
a22o_1 | 1 | 8.76
buf_4 | 23 | 173
nand2b_1 | 3 | 18.8
o21ai_0 | 2 | 10.0
buf_6 | 3 | 33.8
inv_1 | 3 | 11.3
o31a_1 | 1 | 8.76
nor2b_1 | 5 | 31.3
and3_2 | 5 | 37.5
o22ai_2 | 9 | 113
==> logic make-up after synthesis <==
family,after synthesis
compound gates,13
other cells,1
flops,10
buf+inv,29
fa+ha+maj,4
simple gates,35
